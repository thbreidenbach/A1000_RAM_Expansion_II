===== design/flow/run.sh =====
#!/bin/bash
# OpenROAD 26Q1-2900-gdf79404cd8, Yosys 0.63+post, stock flow scripts
make -C /OpenROAD-flow-scripts/flow DESIGN_CONFIG=/design/flow/config.mk WORK_HOME=/design/flow/orfs finish

===== design/flow/config.mk =====
export PLATFORM = sky130hd
export DESIGN_NAME = a1000_frontram
export DESIGN_NICKNAME = a1000_frontram
export VERILOG_FILES = /design/flow/design.v
export SDC_FILE = /design/flow/constraint.sdc
export NUM_CORES = 4
export LEC_CHECK = 1
export CORE_AREA = 10 10 78 78
export DIE_AREA = 0 0 88 88

===== design/flow/constraint.sdc =====
current_design a1000_frontram

set clk_period 2.5
set clk_io_pct 0.2

create_clock -name clk0 -period $clk_period [get_ports {ras_n}]

set non_clock_inputs [all_inputs -no_clocks]
set_input_delay [expr $clk_period * $clk_io_pct] -clock clk0 $non_clock_inputs
set_output_delay [expr $clk_period * $clk_io_pct] -clock clk0 [all_outputs]

===== design/flow/design.v =====
module a1000_frontram (
    input  wire        ras_n,
    input  wire        rrw_n,
    input  wire        casl0_n,
    input  wire        casu0_n,
    input  wire        casl1_n,
    input  wire        casu1_n,
    input  wire [7:0]  dra,
    output wire [16:0] sram_a,
    output wire        ce2,
    output wire        ce1_l_n,
    output wire        ce1_u_n,
    output wire        oe_n,
    output wire        we_n
);
    wire cas0_n    = casl0_n & casu0_n;    
    wire cas1_n    = casl1_n & casu1_n;    
    wire cas_any_n = cas0_n   & cas1_n;    
    wire cas_qual_n = cas_any_n | ras_n;   
    reg [7:0] row_lat;
    always @(negedge ras_n)
        row_lat <= dra;
    reg [7:0] col_lat;
    reg       bank_lat;        
    reg       read_lat;        
    reg       ce1_l_lat_n;     
    reg       ce1_u_lat_n;
    reg       cas_seen;
    always @(posedge ras_n or negedge cas_qual_n) begin
        if (ras_n) begin
            cas_seen     <= 1'b0;
            read_lat     <= 1'b1;   
            ce1_l_lat_n  <= 1'b1;
            ce1_u_lat_n  <= 1'b1;
        end else if (!cas_seen) begin
            col_lat <= dra;
            bank_lat <= cas0_n;
            read_lat <= rrw_n;
            ce1_l_lat_n <= (casl0_n & casl1_n);
            ce1_u_lat_n <= (casu0_n & casu1_n);
            cas_seen <= 1'b1;
        end
    end
    assign sram_a = { bank_lat, col_lat, row_lat };
    assign ce2 = ~ras_n;
    reg cas_win;
    always @(posedge ras_n or negedge cas_qual_n) begin
        if (ras_n)
            cas_win <= 1'b0;
        else
            cas_win <= 1'b1;
    end
    wire en = cas_win & ~ras_n & ~cas_any_n;
    assign ce1_l_n = ce1_l_lat_n | (~en);
    assign ce1_u_n = ce1_u_lat_n | (~en);
    assign oe_n = (~read_lat) | (~en);
    assign we_n = ( read_lat) | (~en);
endmodule

==> results.txt <==
The following summarizes the physical implementation.

Layout
The final design instance area without fill is 1313 µm². Cells with a size suffix above 1 make up 43.10% of the layout. The number of cells in the finished layout apart from fillers is 168. The area overhead of the layout relative to synthesis is 97.18%.

The share of the core filled with cells is 29.73%.

Logic synthesis
The area share of the largest cell type after synthesis is 40.60%. The mapped netlist covers 665.6 µm². The number of cells in Yosys stat is 43. The synthesis run shows multiplexers occupying 2.256% of the cell area. The number of synthesized flops with an enable pin is 9. Counting the warning lines in the Yosys log gives 1.

The largest area contributor in the synthesized netlist is sky130_fd_sc_hd__edfxtp_1. Per the synth log, the flip-flop and latch total comes to 21. The area fraction in compound gates after synthesis is 1.504%.

Per the synthesis report, the simple-gate share of the synthesized area is 12.03%. Among all flip-flop cells after synthesis, the most frequent one is sky130_fd_sc_hd__edfxtp_1. Yosys reports a chip area of 665.6 µm².

Counting instances in the post-synthesis netlist gives the leading cell types as sky130_fd_sc_hd__edfxtp_1, sky130_fd_sc_hd__dfxtp_1, sky130_fd_sc_hd__nand2_1. The XOR/XNOR share of the synthesized area is 0%. Looking at the gate-level netlist, the highest instance count belongs to sky130_fd_sc_hd__edfxtp_1.

Averaged over all synthesized cells, the footprint is 15.48 µm². The share of the Yosys chip area taken by registers is 80.26%. The synthesis report gives the async set-or-reset register share as 19.05%. For reference, the top cells by area after synthesis are sky130_fd_sc_hd__edfxtp_1, sky130_fd_sc_hd__dfxtp_1, sky130_fd_sc_hd__dfstp_2. The synthesized netlist contains 17 unique library cells.

The count of mapped cells out of synthesis is 43. For reference, the top logic cell family by area is simple AND/OR/NAND/NOR gates. Of the total synthesized cell area, the portion taken by full adders, half adders and majority gates is 0%.

Critical path
The worst-case register-to-register setup slack is 1.56 ns. The required time of the critical path is 2.00 ns. The logic depth of the worst register-to-register path is 3. The data arrival time reported for the critical path is 2.97 ns.

The endpoint of the worst register-to-register path is read_lat. STA classifies the critical path startpoint as a flip-flop. The worst flop-to-flop path startpoint is read_lat. The critical path start-end classification is reg -> out. STA classifies the critical path endpoint as an output pin.

Per the timing report, the biggest fanout along the worst path comes to 2. Per STA, the startpoint of the critical path is read_lat.

Timing
The max-slew violation count is 0. The number of failing hold endpoints at the final stage is 4. Adding up every negative setup slack in the final design gives -9.762 ns.

Setup repair after global routing could not meet its margin everywhere. In the post-route analysis, the smallest setup slack over all paths is -0.9658 ns. The tightest hold margin is -0.6157 ns. The setup clock skew after layout is 0.3296 ns. The final setup violation count is 29.

Placed design
The final weighted congestion in routability-driven placement is 0.7043. The count of buffers inserted at the top-level ports is 35. The post-DP HPWL is 1.353 mm. The cell area reported after detailed placement is 1092 µm².

The setup slack at placement is -0.3175 ns. The number of cells after detailed placement is 132.

Detailed routing
The detailed-route vias per instance is 3.476. The detailed-route wire length per cell is 11.17 µm. The number of antenna-violating nets in the routed design is 0. The final antenna diode tally reported by the flow is 0. The count of routing violations after the opening detailed-route iteration is 17. Summed over all nets, wire length on met3 after detailed routing comes to 380 µm. The final layout contains routed wiring with a total length of 1.876 mm. The total via count after detailed routing is 584. The first-pass detailed-route iteration total is 4.

The highest layer touched by signal routing is met3. The DRC violation total left in the routed layout is recorded as 0. The total routed wire length on the met1 layer is 721 µm. The wire length on met2 is 774 µm.

Die
The chip occupies 7744 µm². The floorplan step set the die height to 88 µm. The floorplan has 24 rows. The number of ports placed on the die boundary is 36.

The core box area is 4414 µm². According to the floorplan report, the die width is 88 µm. The initial utilization of the core area, before any placement, comes to 15.08%.

Power
The total power consumption of the routed design is 1.544 mW. The leakage power is 0.6278 nW. The worst ir drop on vdd is 0.0009500 V. The total power per unit cell area is 1176 nW/µm².

Flow run
Across the run, the number of max-cap violations was 0. The number of warning messages in the logs is 33.

Global route
Summed over all layers, the global routing overflow is 0. The pin count of the biggest net entering global routing is 13. For this run, the total global-route usage over all layers was measured as 5.030%. The number of global-route vias before repair is 827. The first global-routing pass estimated 3.008 mm of wire. The initial antenna violation count came to 0.

Worst hold path
The min-delay analysis places its worst path in the category clk -> async.

CTS
The insertion delay of the later-clocked pin in the worst-skew pair is 0.80 ns. The hold buffer count at CTS is 0. TritonCTS built the clock tree. The register clock-pin slew on the reported worst setup and hold paths is 0.41 ns.

Outcome
The run finished, with violations left. The checks that failed: negative hold slack, negative setup slack.
==> where the power goes <==
group          internal (mW)  switching, mW
clock network          0.659          0.359
logic                 0.0602         0.0202
registers              0.431         0.0141
total                   1.15          0.393
==> cells in the final DEF, fill, tap and decap left out <==
cell type / count
sky130_fd_sc_hd__inv_1: 18
sky130_fd_sc_hd__dfxtp_1: 8
sky130_fd_sc_hd__nor2_1: 1
sky130_fd_sc_hd__nand2_1: 5
sky130_fd_sc_hd__clkbuf_8: 14
sky130_fd_sc_hd__edfxtp_1: 9
sky130_fd_sc_hd__dlygate4sd2_1: 1
sky130_fd_sc_hd__clkdlybuf4s50_1: 13
sky130_fd_sc_hd__clkbuf_16: 1
sky130_fd_sc_hd__nand4b_1: 1
sky130_fd_sc_hd__buf_2: 21
sky130_fd_sc_hd__buf_6: 1
sky130_fd_sc_hd__nor2_2: 2
sky130_fd_sc_hd__and2_1: 2
sky130_fd_sc_hd__dfstp_2: 3
sky130_fd_sc_hd__clkinv_1: 1
sky130_fd_sc_hd__conb_1: 1
sky130_fd_sc_hd__buf_4: 5
sky130_fd_sc_hd__o21ai_0: 2
sky130_fd_sc_hd__mux2_4: 1
sky130_fd_sc_hd__nand4_1: 1
sky130_fd_sc_hd__nand4_2: 1
sky130_fd_sc_hd__dfrtn_1: 1
sky130_fd_sc_hd__nand3_1: 2
sky130_fd_sc_hd__bufinv_8: 1
==> registers in the layout (all words and copies together), names as in the netlist <==
| signal | cells |
|---|---|
| col_lat | 8 |
| row_lat | 8 |
| bank_lat | 1 |
| cas_win | 1 |
| ce1_l_lat_n | 1 |
| ce1_u_lat_n | 1 |
| read_lat | 1 |
==> repair_timing <==
action / in CTS / in global routing
gates resized: 68 / 1
setup endpoints to repair: 30 / 29
setup buffers: 2 / 0
==> routing by layer <==
layer / track usage [%] / up-vias
li1: - / 290
met1: 3.873 / 249
met2: 5.357 / 45
met3: 7.390 / 0
met4: 4.638 / 0
met5: 0 / -
==> kinds of logic (layout without fill, tap and decap cells) <==
group	Yosys count	count (layout)
flip-flops	21	21
AND/OR/NAND/NOR	15	15
buffers and inverters	3	76
AND-OR/OR-AND	2	2
other	1	1
multiplexers	1	1
==> layout make-up <==
type / count / area, µm²
fillers: 451 / 3102
flip-flops and latches: 21 / 534.3
repair buffers: 36 / 264.0
clock buffers: 20 / 246.5
multi-input cells: 19 / 113.9
clock inverters: 20 / 88.84
well taps: 52 / 65.06
==> worst max-delay path, stage by stage (launching register included) <==
cell and delay (ns):
sky130_fd_sc_hd__dfstp_2 0.63, sky130_fd_sc_hd__buf_6 0.09, sky130_fd_sc_hd__nand4b_1 0.09, sky130_fd_sc_hd__buf_2 0.11
==> worst max path at each step <==
stage / cells after the start / slack, ns / to
5_1_grt: 3 / -1.08 / we_n
4_1_cts: 3 / -0.99 / we_n
6_report: 3 / -0.97 / we_n
Power figures rest on the tool's default switching activity, not on a simulated workload.
